### config.mk
export PLATFORM = sky130hd
export DESIGN_NAME = piso_udff
export DESIGN_NICKNAME = piso_udff
export VERILOG_FILES = /design/flow/design.v
export SDC_FILE = /design/flow/constraint.sdc
export NUM_CORES = 4
export LEC_CHECK = 1
export CORE_AREA = 10 10 70 70
export DIE_AREA = 0 0 80 80
### constraint.sdc
current_design piso_udff

set clk_period 1.0
set clk_io_pct 0.2

create_clock -name clk0 -period $clk_period [get_ports {clk}]

set non_clock_inputs [all_inputs -no_clocks]
set_input_delay [expr $clk_period * $clk_io_pct] -clock clk0 $non_clock_inputs
set_output_delay [expr $clk_period * $clk_io_pct] -clock clk0 [all_outputs]
### design.v
`timescale 1ns / 1ps
module d_ff (
  input clk,din,rst,    
  output reg dout  
);
  always @(posedge clk) 
  begin
    if (rst) 
      dout <= 1'b0;
    else 
      dout <= din;
  end
endmodule
`timescale 1ns / 1ps
module piso_udff(
    input clk,       
    input rst,     
    input din,         
    output reg dout     
);
reg [3:0] register; 
wire d_out;        
d_ff dff0(
    .clk(clk),
    .rst(rst),
    .din(din),
    .dout(register[0])
);
d_ff dff1(
    .clk(clk),
    .rst(rst),
    .din(register[0]),
    .dout(register[1])
);
d_ff dff2(
    .clk(clk),
    .rst(rst),
    .din(register[1]),
    .dout(register[2])
);
d_ff dff3(
    .clk(clk),
    .rst(rst),
    .din(register[2]),
    .dout(register[3])
);
assign d_out = register[3]; 
always @(posedge clk or posedge rst) begin
    if (rst) begin
        dout <= 1'b0; 
    end
    else begin
        dout <= d_out; 
    end
end
endmodule
### run.sh
#!/bin/bash
# OpenROAD 26Q1-2900-gdf79404cd8, Yosys 0.63+post, stock flow scripts
make -C /OpenROAD-flow-scripts/flow DESIGN_CONFIG=/design/flow/config.mk WORK_HOME=/design/flow/orfs finish
==> summary.txt <==
The synthesis and PnR run went through. In the synthesis report, Yosys lists the chip area as 133.9 µm². The slowest stage of the critical path is the dfrtp_1 cell. Per the detail_route report, routed wire per instance is 4.460 µm. Number of global-route vias before repair landed at 87. Number of warning messages in the logs landed at 25.

Summing all non-filler instances in the final layout gives an area of 242.7 µm². Max-slew violation total from the final report landed at 0. Share of power burned in the clock network landed at 51.7%. Switching component of the power landed at 0.00009349 W. The min-delay analysis places its worst path in the category input pin to async pin.

Final setup skew landed at 0.002771 ns. STA classifies the critical path startpoint as a register. Cells with a size suffix above 1 make up 23.53% of the layout. Count of max-cap constraint violations landed at 0. Final wirelength landed at 281 µm. In this design, the largest share of critical-path delay is due to flip-flops. Post-synth the commonest register cell is dfxtp_1. Combinational share of power landed at 3.3%. Per STA, the highest per-stage delay on the worst path measures 0.35 ns. In this run the vertical extent of the chip is 80 µm. Cts-stage hold buffer count landed at 0.

Per the timing report, the biggest fanout along the worst path comes to 1. Of all cell types, the one taking the most synthesized area is dfxtp_1. For this run, design rule violations remaining after detail routing come to 0.

Number of antenna violations at the first check in global routing landed at 0. Register-to-register setup slack landed at 0.49 ns. Compared with the post-synthesis result, the final layout area differs by 81.31%.

Sequential element share of the synthesized area landed at 78.50%. Buffering stage count on the worst path with inverters included landed at 1. Setup repair after global routing left no endpoint under its margin.

Core utilization before placement landed at 3.919%. Before antenna repair, the detailed router went through 2 iterations. TritonCTS built the clock tree. Nets still carrying antenna violations after routing amount to 0. The synthesis report lists the Yosys warning total as 2. The run finished with clean final reports. The routed design shows a via density per instance of 1.333. Maximum root-to-sink buffer count landed at 2.

For reference, the post-synthesis area per instance comes to 13.39 µm². Per the CTS log, the root buffer master is clkbuf_4. The initialized floorplan defines 21 standard-cell rows. For reference, the final report shows the hold violation count at 0. H-tree depth reported by CTS landed at 1. Number of unique standard cell types used by synthesis landed at 4. Pin count of the biggest net entering global routing landed at 6.

Before any placement, the netlist area is recorded as 133.9 µm². Summed over all layers, the global routing overflow is 0. Placed standard-cell area landed at 221.5 µm². Of all flip-flops after synthesis, the portion carrying an async set or reset was 20.00%. Number of flops mapped to enable cells by yosys landed at 0. Required time reported for the critical path endpoint landed at 0.80 ns. Total global-route track usage landed at 1.044%. Number of cells in the yosys synthesis report landed at 10. The pin closest to its max-slew limit shows a slew of 0.1809 ns. Worst-case vdd ir drop landed at 515.5 µV. Total number of vias landed at 84. After synthesis, the cell types taking the most area are dfxtp_1, dfrtp_1, nor2b_1. In this run the horizontal extent of the chip is 80 µm.

Post-synthesis instance total landed at 10. Total negative slack for setup checks landed at 0 ns. The report lists the cells along the critical path as buf_2.

The CTS report gives the tree buffer count as 3. In the CTS report, the clock slew at the register clock pins of the worst setup and hold paths is listed as 0.04 ns. Insertion delay of the later-clocked pin in the worst-skew pair landed at 0.25 ns. The final antenna diode tally reported by the flow is 0. Cell-internal power landed at 0.0003683 W. STA classifies the critical path endpoint as an output port. Total power normalized to cell area comes to 1902 nW/µm². Yosys reported a register bit count of 5.

The setup path with the least slack is of type register to output port. According to the I/O placement log, the pin count is 4. At the placement stage, the worst setup path has a slack of 0.01412 ns. Violation count after the first detailed-routing iteration landed at 1. Relative slew slack landed at 87.90%.

In this run the static leakage power is 0.08917 nW. The placement summary gives the final routability congestion estimate as 0.6623. In this build the clock could be raised as far as 1.099 GHz. The share of synthesized area in the top cell type comes to 59.81%.

Final critical-path required period landed at 0.9096 ns. According to the floorplan report, the total die area is 6400 µm². Placeable core area landed at 3416 µm². Arrival time of data at the critical path endpoint landed at 0.71 ns. Final clock period utilization by the worst path landed at 90.96%. Power share of the sequential group landed at 45.0%. Quantity of I/O buffers inserted on ports landed at 3. Global-route wire length before repair landed at 434 µm. Net switching is 20.25% of the power. The clock net in this run drives a total of 5 sinks.

Setup-violating endpoint count in the final report landed at 0. Setup slack closes at 0.09042 ns. The commonest cells after synthesis are dfxtp_1, nor2b_1, dfrtp_1, inv_1.
-- cell usage in the layout (no fill, tap or decap), drive strengths merged --
cell type and count:
clkbuf 4, clkdlybuf4s50 2, dfrtp 1, nor2b 4, buf 1, inv 1
dfxtp 4
-- flip-flops by register name, indices dropped and copies added (netlist names) --
name       count
dff3.dout      1
dout           1
dff2.dout      1
dff0.dout      1
dff1.dout      1
-- final cells by class --
class	instances	area, µm²
clock buffers	4	26.28
fillers	413	3173
inverters	1	3.754
multi-input cells	4	25.02
flip-flops and latches	5	105.1
well taps	46	57.56
repair buffers	3	25.02
-- power by group through the flow --
| stage | logic (W) | registers [W] | clock network (W) |
|---|---|---|---|
| finish | 0.0000152 | 0.000208 | 0.000239 |
| CTS | 0.0000154 | 0.000208 | 0.000250 |
| global route | 0.0000173 | 0.000208 | 0.000270 |
-- through the flow --
stage	cells	hold WS, ns	utilization (%)	power, W
floorplan	10	-0.07129	-	0.0002154
global placement	59	0.3202	6.484	0.0002268
detailed placement	59	0.3216	6.484	0.0002274
CTS	63	0.2098	7.106	0.0004735
global route	63	0.2466	7.106	0.0004950
finish	63	0.2137	7.106	0.0004617
-- final timing paths --
check	cells past startpoint	start	to
min in group clk0	0	dff3.dout	dout
max in group asynchronous	2	rst	dout
hold / removal	2	rst	dout
setup / recovery	1	dout	dout
setup reg to reg	1	dff2.dout	dff3.dout
hold reg to reg	0	dff3.dout	dout
-- kinds of logic after synthesis --
group,count (synthesis),synth area share (%)
buf+inv,1,2.801
flops,5,78.50
simple gates,4,18.69
-- repair_timing --
item                       CTS  global route
setup endpoints to repair    1             0
resized                      3             0
setup buffers                0             0
-- layer usage --
metal / global-route usage, % / vias up / wire length, µm
met5: 0 / - / 0
met4: 0.5282 / 0 / 0
met3: 2.045 / 0 / 67
met2: 0.8026 / 5 / 95
met1: 0.9358 / 37 / 118
li1: - / 42 / -
Power and IR drop assume default switching activity.
