## ./constraint.sdc

```tcl
current_design piso_leds

set clk_period 1.4
set clk_io_pct 0.2

create_clock -name clk0 -period $clk_period [get_ports {clk}]

set non_clock_inputs [all_inputs -no_clocks]
set_input_delay [expr $clk_period * $clk_io_pct] -clock clk0 $non_clock_inputs
set_output_delay [expr $clk_period * $clk_io_pct] -clock clk0 [all_outputs]
```

## ./design.v

```verilog
`timescale 1ns / 1ps
module piso_leds(clk, Parallel_In,load, Serial_Out);
input clk,load;
input [3:0]Parallel_In;
output reg Serial_Out;
reg [3:0]tmp;
always @(posedge clk)
begin
if(load)
tmp<=Parallel_In;
else
begin
Serial_Out<=tmp[3];
tmp<={tmp[2:0],1'b0};
end
end
endmodule
```

## ./config.mk

```make
export PLATFORM = sky130hd
export DESIGN_NAME = piso_leds
export DESIGN_NICKNAME = piso_leds
export VERILOG_FILES = /design/flow/design.v
export SDC_FILE = /design/flow/constraint.sdc
export NUM_CORES = 4
export LEC_CHECK = 1
export CORE_AREA = 10 10 70 70
export DIE_AREA = 0 0 80 80
```

## ./run.sh

```bash
#!/bin/bash
# OpenROAD 26Q1-2900-gdf79404cd8, Yosys 0.63+post, stock flow scripts
make -C /OpenROAD-flow-scripts/flow DESIGN_CONFIG=/design/flow/config.mk WORK_HOME=/design/flow/orfs finish
```

==> reports/metrics.csv <==
stage;metric;value;unit
global_routing;met3 Usage GRT;0.01932;
drt;final WL;357;um
synthesis;mux share;0.2177;
critical_path;Crit Path Class;reg2out;
global_routing;global route overflow;0;
drt;Detailed Route Iter0 Violations;4;
critical_path;CP endpoint kind;output port;
die;Rows;21;
sta;final setup violation count;0;
synthesis;chip area in the Yosys report;155.1;um2
drt;drt wl/cell;5.409;um
synthesis;synthesized cell area;155.1;um2
global_routing;first-pass GRT wire length;558;um
placement;GPL Wtd Cong;0.6961;
power_and_ir_drop;Power Total;0.3548;mW
synthesis;and+or+nand+nor area frac;0.04839;
placement;Placed Area;272.8;um2
global_routing;global route hottest layer;met3;
drt;vias;106;
critical_path;CP cell instances;clkdlybuf4s50_1;
global_routing;initial antenna violation count;0;
clocking;Post-CTS Resized;0;
sta;Hold Fails Final Rpt;0;
synthesis;ys cells;10;
critical_path;delay-heaviest family, CP;buffers and inverters;
critical_path;crit path DAT;1020;ps
sta;Worst Setup Slack, final;103.4;ps
placement;Port Buffers;6;
drt;DR vias/cell;1.606;
drt;diode count;0;
synthesis;most area-consuming cells after synthesis;dfxtp_1 (52%), mux2_2 (22%), edfxtp_1 (19%);
synthesis;Adder Share, Synth;0;
clocking;H-tree levels;1;
power_and_ir_drop;Pwr Density;1186;nW/um2
synthesis;Post-synth top cells;dfxtp_1 (4), mux2_2 (3), and2_2 (1), edfxtp_1 (1), inv_1 (1);
die;core area;3416;um2
sta;post-route setup TNS;0;ps
flow_run;OpenROAD warning count;25;
synthesis;Synth Flop Type;dfxtp_1;
critical_path;crit path DRT;1120;ps
synthesis;register share after synthesis;0.7097;
clocking;clk slew on worst S/H paths;40;ps
clocking;clk root buf;clkbuf_4;
die;die height;80;um
power_and_ir_drop;worst vdd ir;0.0002316;V
clocking;Setup Buffers After CTS;0;
clocking;clk sinks;5;
drt;DRC violations left;0;
die;chip area;6400;um2
critical_path;crit-path max cell delay;460;ps
critical_path;CP max FO;1;
drt;Final ANT Viol Nets;0;
synthesis;xor+xnor area frac;0;
global_routing;met1 usage;0.01401;
min_path;HP Class;reg2reg;
die;Init Core Util;0.04542;
synthesis;EDFF count, synth;1;
cells_and_area;final instance area;299.0;um2
die;die width;80;um
sta;Relative slew margins;0.8565;
synthesis;Complex Gates by Area;0;
critical_path;slowest CP cell;clkdlybuf4s50_1;
clocking;Post-CTS Hold Buffers;0;
clocking;CTS tree;built;
power_and_ir_drop;LEAKAGE;0.1032;nW
clocking;CTS Buf Count;3;
placement;Post-Place Setup Slack;51.19;ps
sta;Period Utilization, post-route;0.9262;
critical_path;Buf+Inv Stages, Crit Path;1;
sta;Fmax;771.2;MHz
synthesis;Synth Warn #;1;
outcome;status;finished clean;
global_routing;largest net degree at the start of global routing;6;
sta;Tmin final;1297;ps
synthesis;Syn Area/Cell;15.51;um2
placement;DPL Wire Length;294.2;um
critical_path;startpoint types;register;
cells_and_area;post-synthesis to final-layout area growth;92.74;%
drt;drt first pass iters;2;
sta;RSZ-0062 raised after global routing;no;
cells_and_area;share of cells above drive strength 1;0.3500;
clocking;clk ins delay skew pair;240;ps
global_routing;GR Util met2;0.01204;
die;I/O Pins;7;
synthesis;Synth async-reset ratio;0;
synthesis;Area leader share;0.5161;
synthesis;synthesized instance count;10;
sta;Final Slew Violations;0;
synthesis;distinct cell type count after synthesis;5;
sta;Slew @ Worst Pin;214.6;ps
synthesis;comb area leader;multiplexers;
synthesis;Flops after synth;5;
global_routing;vias in the first global route;117;
synthesis;top-count cell post-synth;dfxtp_1;
sta;Layout Skew;1.626;ps
global_routing;Tot GR Track Use;0.01298;
clocking;Max Buffers Root-to-Sink;2;
synthesis;Synth area leader;dfxtp_1;
flow_run;max-cap viol count;0;
metrics by stage:
| stage | hold WS [ps] | utilization | instances |
|---|---|---|---|
| final | 398.2 | 0.08755 | 66 |
| after global routing | 407.1 | 0.08755 | 66 |
| after CTS | 399.0 | 0.08755 | 66 |
| after detailed placement | 388.7 | 0.07985 | 62 |
| after global placement | 387.6 | 0.07985 | 62 |
| after floorplan | 385.5 | - | 10 |
placed cells by master (no fill, tap or decap), drive strengths merged:
cell | synthesis | routed
edfxtp | 1 | 1
clkdlybuf4s50 | 0 | 6
mux2 | 3 | 3
and2 | 1 | 1
dfxtp | 4 | 4
inv | 1 | 1
clkbuf | 0 | 4
routing by layer:
layer  vias up  wire [um]
met1        45        167
met5         -          0
li1         54          -
met2         7        123
met3         0         66
met4         0          0
sequential cells by signal (all words and copies together) (netlist names):
name        cells
tmp             4
Serial_Out      1
final timing paths:
path	startpoint	to	slack, ps	depth (start not counted)
max	Serial_Out$_DFFE_PN_	Serial_Out	100	1
min	tmp[3]$_DFF_P_	Serial_Out$_DFFE_PN_	400	0
min reg2reg	tmp[3]$_DFF_P_	Serial_Out$_DFFE_PN_	400	0
max reg2reg	tmp[2]$_DFF_P_	tmp[3]$_DFF_P_	750	1
cell families (layout without fill, tap and decap cells):
group,count (synthesis),count (layout)
DFF,5,5
muxes,3,3
and+or+nand+nor,1,1
buffers and inverters,1,11
layout make-up:
type,instances,area [um2]
flip-flops and latches,5,110.1
clock buffers,4,26.28
multi-input cells,4,41.29
inverters,1,3.754
repair buffers,6,60.06
fillers,404,3117
well taps,46,57.56
power by group:
part / leakage (nW) / switching [mW] / internal, mW
combinational: 0.0447 / 0.00621 / 0.0233
clock: 0.0150 / 0.0554 / 0.108
sequential: 0.0435 / 0.00245 / 0.160
Power figures rest on the tool's default switching activity, not on a simulated workload.
